### /design/flow/config.mk
export PLATFORM = sky130hd
export DESIGN_NAME = DECODER_74HC154_4_to_16
export DESIGN_NICKNAME = DECODER_74HC154_4_to_16
export VERILOG_FILES = /design/flow/design.v
export SDC_FILE = /design/flow/constraint.sdc
export NUM_CORES = 4
export LEC_CHECK = 1
export CORE_AREA = 10 10 70 70
export DIE_AREA = 0 0 80 80
### /design/flow/constraint.sdc
current_design DECODER_74HC154_4_to_16

set clk_period 2.1
set clk_io_pct 0.2

create_clock -name clk0 -period $clk_period

set non_clock_inputs [all_inputs -no_clocks]
set_input_delay [expr $clk_period * $clk_io_pct] -clock clk0 $non_clock_inputs
set_output_delay [expr $clk_period * $clk_io_pct] -clock clk0 [all_outputs]
### /design/flow/design.v
`timescale 1ns/1ps
module COUNTER_4BIT_74HC161(
    input  wire MR,       
    input  wire CLK,      
    input  wire ENP,      
    input  wire ENT,      
    input  wire LOAD,     
    input  wire D0,       
    input  wire D1,       
    input  wire D2,       
    input  wire D3,       
    output wire Q0,       
    output wire Q1,       
    output wire Q2,       
    output wire Q3,       
    output wire RCO       
);
    reg [3:0] count = 4'b0000;   
    always @(posedge CLK or negedge MR) begin
        if (!MR) begin
            count <= 4'b0000;   
        end else if (!LOAD) begin
            count <= {D3, D2, D1, D0};   
        end else if (ENP && ENT) begin
            count <= count + 1'b1;   
        end
    end
    assign {Q3, Q2, Q1, Q0} = count;   
    assign RCO = (count == 4'b1111) && ENT;   
endmodule
module D_FLIPFLOP_74HC74(
    input  wire CLK1,      
    input  wire RESET1,    
    input  wire D1,        
    output reg Q1,         
    output reg Q1_N,     
    input  wire CLK2,      
    input  wire RESET2,    
    input  wire D2,        
    output reg Q2,         
    output reg Q2_N      
);
    always @(posedge CLK1 or negedge RESET1) begin
        if (!RESET1) begin
            Q1 <= 1'b0;       
            Q1_N <= 1'b1;   
        end else begin
            Q1 <= D1;         
            Q1_N <= ~D1;    
        end
    end
    always @(posedge CLK2 or negedge RESET2) begin
        if (!RESET2) begin
            Q2 <= 1'b0;       
            Q2_N <= 1'b1;   
        end else begin
            Q2 <= D2;         
            Q2_N <= ~D2;    
        end
    end
endmodule
module AND_GATE_74HC08(
    input  wire A1,   
    input  wire B1,   
    output wire Y1,   
    input  wire A2,   
    input  wire B2,   
    output wire Y2,   
    input  wire A3,   
    input  wire B3,   
    output wire Y3,   
    input  wire A4,   
    input  wire B4,   
    output wire Y4    
);
    assign Y1 = A1 & B1;   
    assign Y2 = A2 & B2;   
    assign Y3 = A3 & B3;   
    assign Y4 = A4 & B4;   
endmodule
module OR_GATE_74HC32(
    input  wire A1,   
    input  wire B1,   
    output wire Y1,   
    input  wire A2,   
    input  wire B2,   
    output wire Y2,   
    input  wire A3,   
    input  wire B3,   
    output wire Y3,   
    input  wire A4,   
    input  wire B4,   
    output wire Y4    
);
    assign Y1 = A1 | B1;   
    assign Y2 = A2 | B2;   
    assign Y3 = A3 | B3;   
    assign Y4 = A4 | B4;   
endmodule
module INVERTER_74HC04(
    input  wire A1,   
    output wire Y1,   
    input  wire A2,   
    output wire Y2,   
    input  wire A3,   
    output wire Y3,   
    input  wire A4,   
    output wire Y4,   
    input  wire A5,   
    output wire Y5,   
    input  wire A6,   
    output wire Y6    
);
    assign Y1 = ~A1;   
    assign Y2 = ~A2;   
    assign Y3 = ~A3;   
    assign Y4 = ~A4;   
    assign Y5 = ~A5;   
    assign Y6 = ~A6;   
endmodule
module NAND_GATE_74HC00(
    input  wire A1,   
    input  wire B1,   
    output wire Y1,   
    input  wire A2,   
    input  wire B2,   
    output wire Y2,   
    input  wire A3,   
    input  wire B3,   
    output wire Y3,   
    input  wire A4,   
    input  wire B4,   
    output wire Y4    
);
    assign Y1 = ~(A1 & B1);   
    assign Y2 = ~(A2 & B2);   
    assign Y3 = ~(A3 & B3);   
    assign Y4 = ~(A4 & B4);   
endmodule
module NOR_GATE_74HC02(
    input  wire A1,   
    input  wire B1,   
    output wire Y1,   
    input  wire A2,   
    input  wire B2,   
    output wire Y2,   
    input  wire A3,   
    input  wire B3,   
    output wire Y3,   
    input  wire A4,   
    input  wire B4,   
    output wire Y4    
);
    assign Y1 = ~(A1 | B1);   
    assign Y2 = ~(A2 | B2);   
    assign Y3 = ~(A3 | B3);   
    assign Y4 = ~(A4 | B4);   
endmodule
module XOR_GATE_74HC86(
    input  wire A1,   
    input  wire B1,   
    output wire Y1,   
    input  wire A2,   
    input  wire B2,   
    output wire Y2,   
    input  wire A3,   
    input  wire B3,   
    output wire Y3,   
    input  wire A4,   
    input  wire B4,   
    output wire Y4    
);
    assign Y1 = A1 ^ B1;   
    assign Y2 = A2 ^ B2;   
    assign Y3 = A3 ^ B3;   
    assign Y4 = A4 ^ B4;   
endmodule
module IC_74HC4060_COUNT (
    input wire CLK_IN,         
    input wire CLK_INHIBIT,    
    input wire RESET,          
    output wire Q4, Q5, Q6, Q7, Q8, Q9, Q10, Q11, Q12, Q13, Q14  
);
reg [13:0] counter = 14'b0;
always @(posedge CLK_IN or posedge RESET) begin
    if (RESET) begin
        counter <= 14'b0;
    end else if (!CLK_INHIBIT) begin
        counter <= counter + 1;
    end
end
assign Q4  = counter[3];    
assign Q5  = counter[4];    
assign Q6  = counter[5];    
assign Q7  = counter[6];    
assign Q8  = counter[7];    
assign Q9  = counter[8];    
assign Q10 = counter[9];    
assign Q11 = counter[10];   
assign Q12 = counter[11];   
assign Q13 = counter[12];   
assign Q14 = counter[13];   
endmodule
module DECRYPTOR_74HC138 (
    input wire [2:0] A,      
    input wire E1_n,         
    input wire E2_n,         
    input wire E3,           
    output reg [7:0] Y_n     
);
    always @(*) begin
        if (E3 && !E1_n && !E2_n) begin
            Y_n = ~(8'b00000001 << A);  
        end else begin
            Y_n = 8'b11111111;  
        end
    end
endmodule
module DECODER_74HC154_4_to_16 (
    input [3:0] A,
    input E1,
    input E2,
    output reg [15:0] Y
);
always @(*) begin
    if (E1 == 1'b0 && E2 == 1'b0) begin
        Y = ~(16'b1 << A);   
    end else begin
        Y = 16'b1111_1111_1111_1111;
    end
end
endmodule
### /design/flow/run.sh
#!/bin/bash
# OpenROAD 26Q1-2900-gdf79404cd8, Yosys 0.63+post, stock flow scripts
make -C /OpenROAD-flow-scripts/flow DESIGN_CONFIG=/design/flow/config.mk WORK_HOME=/design/flow/orfs finish
==> impl_report.txt <==
=== SYNTHESIS / PLACE & ROUTE SUMMARY ===
----------------------------------------------------
[Floorplan]
  Standard cell core area ........................ 3420 sq um
  Site Rows ........................ 21
  FP Util ........................ 4.25%
  Vertical extent of the die ........................ 80 um
  Chip area ........................ 6400 sq um
  Count of pins on the block boundary ........................ 22
  Die Span X ........................ 80 um

[Worst setup path]
  Maximum fanout along the worst path ........................ 4
  Cells along the critical path ........................ dlygate4sd2_1, nor4b_2, buf_4, nand3_1, clkdlybuf4s50_1
  Critical Path Source Type ........................ input port
  Type of the worst setup path ........................ input port to primary output
  Required time worst endpoint ........................ 1680 ps
  Critical path's largest stage delay ........................ 420 ps
  Worst setup EP type ........................ primary output
  CP arrival ........................ 1610 ps
  Critical path's slowest cell ........................ clkdlybuf4s50_1

[STA]
  Worst hold margin ........................ 1300 ps
  Worst Tran Pin Value ........................ 297 ps
  Count of endpoints failing setup in the final report ........................ 0
  Setup repair after global routing missed its margin ........................ false
  Fmax ........................ 0.493 GHz
  Period utilisation layout ........................ 96.6%
  Final number of max-transition violations ........................ 0
  Final critical delay including setup and external delays ........................ 2030 ps
  Hold Vio Cnt, Final ........................ 0
  Final setup margin ........................ 71.5 ps
  Worst slew margin relative to its limit ........................ 80.2%

[Finish]
  Total non-filler cell area in the finished layout ........................ 473 sq um
  Finished Layout Cells ........................ 97
  Number of flip-flops and latches ........................ 0
  Clkbuf count ........................ 0
  Share of cells above drive strength 1 ........................ 27.5%
  Area occupied by registers ........................ 0 sq um
  Top Layout Cells ........................ nand2_1, clkdlybuf4s50_1, dlygate4sd2_1, buf_4, nand3_1
  Area growth from synthesis to layout ........................ 226%

[Job]
  Maximum capacitance violations ........................ 0
  Number of warnings in the stage logs ........................ 33

[Yosys]
  Area of the mapped netlist ........................ 145 sq um
  Sequential cell area fraction in the yosys report ........................ 0%
  Synthesized instance count ........................ 23
  Distinct cell type count after synthesis ........................ 8
  Count of warnings emitted by yosys ........................ 1
  Number of standard cells reported by yosys ........................ 23
  Average size of a mapped cell ........................ 6.31 sq um
  Post-synthesis chip area from yosys ........................ 145 sq um

[Detailed routing]
  Number of design-rule violations left by the first detailed-router iteration ........................ 8
  Routed via count ........................ 268
  Total iterations of the first detailed-routing run ........................ 2
  Antenna diode count ........................ 0
  Number of remaining DRC errors ........................ 0
  Sum of routed wire length over all layers ........................ 993 um
  DRT antenna net count ........................ 0
  WL per Instance ........................ 10.2 um
  Vias per cell ........................ 2.76

[Place]
  Placed Cells ........................ 95
  Post-detail-place hpwl ........................ 843 um
  Standard cell area after detailed placement ........................ 453 sq um
  Routability Congestion ........................ 0.678
  Worst setup slack after placement ........................ -248 ps
  Port Buffers ........................ 22

[GRT]
  Via count of the first global-routing pass ........................ 262
  Global-route wire length before repair ........................ 1350 um
  Pin count of the biggest net entering global routing ........................ 8
  Antenna violations before repair ........................ 0
  Grt total ovfl ........................ 0
  Tot GR Track Use ........................ 2.66%

[Power and ir drop]
  Peak VDD IR ........................ 12.4 uV
  Leakage ........................ 0.170 nW
  Pwr dens ........................ 87.3 nW/um^2
  Post-route total power ........................ 0.0413 mW

[Worst hold path]
  Worst hold-check path type ........................ input port to primary output

[Status]
  Run status ........................ completed

----------------------------------------------------
==> logic make-up (layout without fill, tap and decap cells) <==
group / Yosys count / count (layout) / share of synthesized area, %
buffers and inverters: 0 / 28 / 0
AND/OR/NAND/NOR: 23 / 23 / 100
==> report_power, final <==
group          switching (mW)  leakage (nW)  total (mW)  internal, mW
clock network               0             0           0             0
registers                   0             0           0             0
logic                  0.0189         0.170      0.0413        0.0224
==> metal layers <==
metal	vias to the layer above	share of wire (%)	wire length [um]	global-route usage (%)
met1	116	38	378	2.77
met2	14	45	447	4.74
met4	0	0	0	0
li1	138	-	-	-
met3	0	17	167	1.59
met5	-	0	0	0
==> area by class of cell <==
| cell class | instances | area, sq um |
|---|---|---|
| Fill cell | 398 | 2940 |
| Multi-Input combinational cell | 23 | 163 |
| Timing Repair Buffer | 28 | 253 |
| Tap cell | 46 | 57.6 |
==> stage by stage <==
step	util, %	setup TNS, ps
6_report	13.8	0
5_1_grt	13.8	0
4_1_cts	13.7	-0.447
3_5_place_dp	13.3	-3320
3_3_place_gp	13.3	-3070
2_1_floorplan	-	0
==> critical path, delay by kind of cell <==
kind                   cells  cell delay, ps
AND/OR/NAND/NOR            2             300
buffers and inverters      3             880
==> path summary, 6_finish.rpt <==
check	cells after the start	start	to
worst max-delay path	5	E2	Y[14]
worst min-delay path	4	A[1]	Y[6]
==> synthesized netlist by cell type <==
cell / number / share of area (%)
nor4b_2: 1 / 10
nor2b_1: 2 / 8.6
nand2_1: 12 / 31
nor4b_4: 1 / 16
nor4_2: 1 / 8.6
nor2_1: 1 / 2.6
and4bb_1: 1 / 8.6
nand3_1: 4 / 14
==> what timing repair did <==
| action | in CTS | in global routing |
|---|---|---|
| buffers inserted | 1 | 1 |
| pin swaps | 2 | 3 |
| gates cloned | 0 | 0 |
| endpoints found under the hold margin | 0 | 0 |
| hold buffers | 0 | 0 |
| resized | 13 | 6 |
| endpoints found under the setup margin | 16 | 13 |
Power and IR drop assume default switching activity.
